### flow/design.v
`timescale 1ns/1ps
module pifo_reg
#(
    parameter L2_REG_WIDTH = 4,
    parameter RANK_WIDTH = 16,
    parameter META_WIDTH = 12
)
(
    input                       rst,
    input                       clk,
    output reg                  full,
    input                       insert,
    input [RANK_WIDTH-1:0]      rank_in,
    input [META_WIDTH-1:0]      meta_in,
    output reg                  valid_out,
    input                       remove,
    output [RANK_WIDTH-1:0]     rank_out,
    output [META_WIDTH-1:0]     meta_out,
    output reg                  max_valid_out,
    output [RANK_WIDTH-1:0]     max_rank_out,
    output [META_WIDTH-1:0]     max_meta_out,
    output reg [L2_REG_WIDTH:0] num_entries,
    output reg                  empty
);
    localparam REG_WIDTH = 2**L2_REG_WIDTH;
    localparam COMP_LVLS = L2_REG_WIDTH+1;
    reg [RANK_WIDTH-1:0] rank[0:REG_WIDTH-1];
    reg [META_WIDTH-1:0] meta[0:REG_WIDTH-1];
    reg valid[0:REG_WIDTH-1];
    reg [RANK_WIDTH-1:0] min_rank[0:COMP_LVLS-1][0:REG_WIDTH-1];
    reg [META_WIDTH-1:0] min_meta[0:COMP_LVLS-1][0:REG_WIDTH-1];
    reg [L2_REG_WIDTH-1:0] min_idx[0:COMP_LVLS-1][0:REG_WIDTH-1];
    reg [RANK_WIDTH-1:0] max_rank[0:COMP_LVLS-1][0:REG_WIDTH-1];
    reg [META_WIDTH-1:0] max_meta[0:COMP_LVLS-1][0:REG_WIDTH-1];
    reg [L2_REG_WIDTH-1:0] max_idx[0:COMP_LVLS-1][0:REG_WIDTH-1];
    reg mvalid[0:COMP_LVLS-1][0:REG_WIDTH-1];
    wire [L2_REG_WIDTH-1:0] idx;
    reg insert_ltch;
    reg calc_min_max;
    integer i, j;
    reg [RANK_WIDTH-1:0] rank_in_ltch;
    reg [META_WIDTH-1:0] meta_in_ltch;
   always @(*)
    begin
        for (j = 0; j < REG_WIDTH; j=j+1)
        begin
            min_rank[0][j] <= rank[j];
            min_meta[0][j] <= meta[j];
            min_idx[0][j]  <= j;
            max_rank[0][j] <= rank[j];
            max_meta[0][j] <= meta[j];
            max_idx[0][j]  <= j;
            mvalid[0][j]   <= valid[j];
        end
        for (i = 0; i < COMP_LVLS; i=i+1)
            for (j = 0; j < REG_WIDTH/2**i; j=j+2) 
            begin
                if (((min_rank[i][j] <= min_rank[i][j+1]) && (mvalid[i][j] == 1'b1) && (mvalid[i][j+1] == 1'b1)) ||
                    ((mvalid[i][j] == 1'b1) && (mvalid[i][j+1] !== 1'b1)))
                begin
                    min_rank[i+1][j/2] <= min_rank[i][j];
                    min_meta[i+1][j/2] <= min_meta[i][j];
                    min_idx[i+1][j/2]  <= min_idx[i][j];
                end
                else begin
                    min_rank[i+1][j/2] <= min_rank[i][j+1];
                    min_meta[i+1][j/2] <= min_meta[i][j+1];
                    min_idx[i+1][j/2]  <= min_idx[i][j+1];                      
                end
                if (((max_rank[i][j] > max_rank[i][j+1]) && (mvalid[i][j] == 1'b1) && (mvalid[i][j+1] == 1'b1)) ||
                    ((mvalid[i][j] == 1'b1) && (mvalid[i][j+1] !== 1'b1)))
                begin
                    max_rank[i+1][j/2] <= max_rank[i][j];
                    max_meta[i+1][j/2] <= max_meta[i][j];
                    max_idx[i+1][j/2]  <= max_idx[i][j];
                end
                else begin
                    max_rank[i+1][j/2] <= max_rank[i][j+1];
                    max_meta[i+1][j/2] <= max_meta[i][j+1];
                    max_idx[i+1][j/2]  <= max_idx[i][j+1];                      
                end
                if ((mvalid[i][j] == 1'b1) || (mvalid[i][j+1] == 1'b1))
                    mvalid[i+1][j/2] <= 1'b1;
                else
                    mvalid[i+1][j/2] <= 1'b0;
            end
    end
    assign rank_out = min_rank[COMP_LVLS-1][0];
    assign meta_out = min_meta[COMP_LVLS-1][0];
    assign idx = min_idx[COMP_LVLS-1][0];
    assign max_rank_out = max_rank[COMP_LVLS-1][0];
    assign max_meta_out = max_meta[COMP_LVLS-1][0];
    always @(posedge clk)
    begin
        if (rst)
        begin
            valid_out <= 1'b0;
            max_valid_out <= 1'b0;
        end
        else
        begin
            if (insert == 1'b1 || remove == 1'b1)
            begin
                valid_out <= 1'b0;
                max_valid_out <= 1'b0;
            end
            if (calc_min_max == 1'b1)
                if (num_entries > 0)
                begin
                    valid_out <= 1'b1;
                    max_valid_out <= 1'b1;
                end
        end
    end
    always @(posedge clk)
    begin
        if (rst)
        begin
            num_entries <= 0;
            calc_min_max <= 0;
            insert_ltch <= 0;
            empty <= 1'b0;
            full <= 1'b0;
        end
        else 
        begin
            calc_min_max <= 0;
            if (remove == 1'b1 && num_entries > 0)
            begin
                for (i = 0; i < REG_WIDTH; i=i+1)
                    if (i > idx)
                    begin
                        rank[i-1] <= rank[i];
                        meta[i-1] <= meta[i];
                        valid[i-1] <= valid[i];
                    end
                valid[num_entries-1] <= 0;
                if (num_entries == 1)
                    empty <= 1'b1;
                full <= (insert == 0) ? 1'b0 : full;
                num_entries <= num_entries - 1;
                calc_min_max <= 1;
                insert_ltch <= insert;
                rank_in_ltch <= rank_in;
                meta_in_ltch <= meta_in;
            end
            else if (insert == 1'b1 || insert_ltch == 1'b1)
            begin
                if (num_entries < REG_WIDTH)
                begin
                    rank[num_entries] <= (insert) ? rank_in : rank_in_ltch;
                    meta[num_entries] <= (insert) ? meta_in : meta_in_ltch;
                    valid[num_entries] <= 1;
                    if (num_entries == REG_WIDTH-1)
                        full <= 1'b1;
                    else
                        full <= 1'b0;
                    num_entries <= num_entries + 1;
                end
                else
                begin
                    if (insert) begin
                        if (rank_in < max_rank[COMP_LVLS-1][0]) begin
                            rank[max_idx[COMP_LVLS-1][0]] <= rank_in;
                            meta[max_idx[COMP_LVLS-1][0]] <= meta_in;
                        end
                    end
                    else begin
                        if (rank_in_ltch < max_rank[COMP_LVLS-1][0]) begin
                            rank[max_idx[COMP_LVLS-1][0]] <= rank_in_ltch;
                            meta[max_idx[COMP_LVLS-1][0]] <= meta_in_ltch;
                        end
                    end
                    full <= 1'b1;
                end
                empty <= 1'b0;
                calc_min_max <= 1;
                insert_ltch <= 0;
            end
        end
    end
endmodule
### flow/run.sh
#!/bin/bash
# OpenROAD 26Q1-2900-gdf79404cd8, Yosys 0.63+post, stock flow scripts
make -C /OpenROAD-flow-scripts/flow DESIGN_CONFIG=/design/flow/config.mk WORK_HOME=/design/flow/orfs finish
### flow/config.mk
export PLATFORM = sky130hd
export DESIGN_NAME = pifo_reg
export DESIGN_NICKNAME = pifo_reg
export VERILOG_FILES = /design/flow/design.v
export SDC_FILE = /design/flow/constraint.sdc
export NUM_CORES = 4
export LEC_CHECK = 1
export CORE_UTILIZATION = 40
### flow/constraint.sdc
current_design pifo_reg

set clk_period 23.9
set clk_io_pct 0.2

create_clock -name clk0 -period $clk_period [get_ports {clk}]

set non_clock_inputs [all_inputs -no_clocks]
set_input_delay [expr $clk_period * $clk_io_pct] -clock clk0 $non_clock_inputs
set_output_delay [expr $clk_period * $clk_io_pct] -clock clk0 [all_outputs]
==> impl_metrics.csv <==
group,metric,value,unit
detailed_routing,first_pass_iters,6,
synth,top_cell,"nor2_1",
worst_setup_path,crit_top_cell,"a21oi_1",
clock_tree,cts_buffers,66,
synth,yosys-stat-area,46080,um2
clock_tree,htree_levels,3,
clock_tree,clock_sinks,503,
flow_run,cap_violations,1,
floorplan,die_h,341.4,um
detailed_routing,routed_wl,215700,um
final_timing,finalSetupViolCount,0,
synth,synthTopCellsByArea,"edfxtp_1 32%, ha_1 10%, mux2i_1 7.3%, nor2_1 6.3%, mux2_2 5.3%",
detailed_routing,drc,0,
placed_design,place.port_buffers,96,
grt,antenna_found_initial,10,
clock_tree,root_buffer,"clkbuf_16",
detailed_routing,drt_iter0_markers,4507,
worst_setup_path,crit_fanout,48,
final_timing,setup_slack,3.800,ns
synth,edf_count,492,
synth,ys_async_sr_fraction,0,%
detailed_routing,ant_nets,0,
layout,syn2layout_area_growth,11.07,%
layout,fillers,10760,
detailed_routing,drt-vias-per-instance,6.504,
synth,synth_stat.cells,5192,
final_timing,skew,0.03704,ns
status,outcome,"finished with violations",
grt,gr-total-overflow,0,
synth,synth_cell_types,100,
final_timing,tns,0,ns
synth,synthCells,5192,
placed_design,place_worst_setup_slack,4.903,ns
synth,synthFlopType,"edfxtp_1",
synth,ys.flops,503,
synth,top_area_share,32.06,%
clock_tree,cts_tree,"done",
clock_tree,cts_max_path_buffers,3,
final_timing,max_freq,49.75,MHz
clock_tree,postCtsSetupRepairBufs,0,
final_timing,period_needed,20.10,ns
final_timing,maxSlewHeadroom,-7.147,%
status,violations,"max-capacitance violations, max-slew violations",
floorplan,ios,97,
layout,final_cells,6733,
placed_design,gp_congestion,1.082,
floorplan,placementRows,124,
worst_setup_path,worstPathRequired,19.12,ns
final_timing,worst_slew_pin_slew,1.563,ns
grt,gr-usage-all-layers,38.04,%
grt,grt_max_degree,84,
floorplan,fp_util,40.30,%
grt,grt_pass1_vias,41880,
detailed_routing,routed-via-count,43790,
floorplan,die-area,116600,um2
floorplan,coreArea,114300,um2
worst_setup_path,cpMaxStageDelayCell,"mux2i_1",
synth,synth_warnings,8,
worst_setup_path,path_class,"register to output port",
floorplan,fp.dieW,341.4,um
final_timing,finalMaxSlewViolations,5,
detailed_routing,wire_per_inst,32.04,um
hold_path,worstHoldPathType,"register to register",
synth,yosysSeqAreaShare,32.54,%
synth,yosysTopAreaCell,"edfxtp_1",
grt,grt_pass1_wl,304700,um
synth,common_cells,"770 x nor2_1, 492 x edfxtp_1, 394 x a21oi_1, 376 x ha_1, 365 x nand2_1",
clock_tree,insertion_delay,0.68,ns
final_timing,finalClockPeriodUsage,84.10,%
worst_setup_path,max_stage_delay,1.25,ns
synth,avgSynthCellArea,8.876,um2
clock_tree,cts_hold_buf,0,
worst_setup_path,endpoint_kind,"output port",
worst_setup_path,critical_path.startpoint_type,"register",
placed_design,dpl.cell_count,6613,
synth,netlist_area,46080,um2
clock_tree,cts_resized,0,
flow_run,warnings,27,
final_timing,rsz0062_at_grt,"no",
layout,drive_gt1_share,13.96,%
final_timing,hold_viol,0,
worst_setup_path,crit_arrival,15.32,ns
placed_design,dpl.hpwl,152700,um
clock_tree,clk_transition_reported_paths,0.06,ns
-- through the flow --
step                      hold WS (ns)  instance area (um2)  util [%]
after global placement          0.4431                49030     42.88
after CTS                       0.4610                51160     44.75
after detailed placement        0.4534                49030     42.88
final                           0.4555                51180     44.76
after global routing            0.4784                51170     44.75
after floorplan                 0.4218                46080         -
-- path summary, 6_finish.rpt --
check	startpoint	end	slack (ns)	cells after the start
setup / recovery	rank[0][11]	rank_out[11]	3.80	54
hold / removal	valid_out	valid_out	0.46	2
setup reg to reg	rank[14][9]	meta[9][3]	5.27	65
hold reg to reg	valid_out	valid_out	0.46	2
-- routing by layer --
metal / track usage (%) / routed length, um / vias up
met4: 20.51 / 14980 / 12
met3: 19.74 / 31080 / 578
li1: - / - / 19560
met2: 52.31 / 87800 / 2817
met1: 49.03 / 81670 / 20830
met5: 0.2859 / 189 / -
-- state kept, by name, indices dropped and copies added, names as in the netlist --
| register | flops |
|---|---|
| meta_in_ltch | 12 |
| valid | 16 |
| valid_out | 1 |
| insert_ltch | 1 |
| calc_min_max | 1 |
| empty | 1 |
| rank_in_ltch | 16 |
| meta | 192 |
| full | 1 |
| max_valid_out | 1 |
| num_entries | 5 |
| rank | 256 |
-- placed cells by master (no fill, tap or decap), types with 12 or more instances in the layout --
cell type          n
o21ai_0          184
clkdlybuf4s50_1   95
a221oi_2          51
inv_1            313
mux2i_1          334
o221a_2          104
mux2_2           218
nor4_1            16
nor2b_1           59
o22a_1            17
or3_1             12
a211oi_1         167
a21o_1            64
o221a_1           21
nor3_1           111
nand3_1           51
o21a_1            33
a21oi_1          385
nor2_1           764
buf_4            159
a21boi_0          15
ha_1             376
o31ai_1           12
nand2_1          361
and3_1            14
edfxtp_1         492
nand4_1           68
clkbuf_1          12
o22ai_1          242
a221oi_1          37
mux2_1            40
nand2b_1          40
clkbuf_16         67
o211ai_1          33
-- logic make-up (layout without fill, tap and decap cells) --
group	after synthesis	count (layout)	synth area share (%)
AND-OR/OR-AND	1489	1489	22.93
AND/OR/NAND/NOR	1560	1560	14.80
flip-flops	503	503	32.54
buffers and inverters	661	684	5.723
XOR/XNOR	7	7	0.1493
adder cells (fa/ha/maj)	378	378	10.26
other	0	6	0
multiplexers	594	594	13.60
-- worst max-delay path: cells and delay by family (launching register included) --
kind                       cells  cell delay (ns)
AOI/OAI and AO/OA             23             5.30
adders and majority gates      4             1.39
buffers and inverters          6             2.33
DFF                            1             0.61
muxes                          3             2.41
and+or+nand+nor               18             2.46
-- final cells by class --
type                       count  area (um2)  area share [%]
timing repair buffer         255        2165           4.229
sequential                   503       14990           29.30
clock buffer                  80        1735           3.391
inverter                     315        1182           2.310
clock inverter                34       400.4          0.7823
antenna                        6       15.01         0.02933
multi-input combinational   4028       28800           56.27
tap                         1512        1892           3.696
