==> flow/design.v <==
module axi_stream_pipeline
#(
    parameter C_M_AXIS_DATA_WIDTH  = 256,
    parameter C_S_AXIS_DATA_WIDTH  = 256,
    parameter C_M_AXIS_TUSER_WIDTH = 128,
    parameter C_S_AXIS_TUSER_WIDTH = 128
)
(
    input                                      axis_aclk,
    input                                      axis_resetn,
    output reg    [C_M_AXIS_DATA_WIDTH - 1:0]         m_axis_tdata,
    output reg    [((C_M_AXIS_DATA_WIDTH / 8)) - 1:0] m_axis_tkeep,
    output reg    [C_M_AXIS_TUSER_WIDTH-1:0]          m_axis_tuser,
    output reg                                        m_axis_tvalid,
    input                                             m_axis_tready,
    output reg                                        m_axis_tlast,
    input [C_S_AXIS_DATA_WIDTH - 1:0]              s_axis_tdata,
    input [((C_S_AXIS_DATA_WIDTH / 8)) - 1:0]      s_axis_tkeep,
    input [C_S_AXIS_TUSER_WIDTH-1:0]               s_axis_tuser,
    input                                          s_axis_tvalid,
    output reg                                     s_axis_tready,
    input                                          s_axis_tlast
);
    always @(*) begin
        s_axis_tready = m_axis_tready;
    end
    always @(posedge axis_aclk) begin
        if (~axis_resetn) begin
            m_axis_tvalid <= 0;
            m_axis_tdata <= 0;
            m_axis_tkeep <= 0;
            m_axis_tuser <= 0;
            m_axis_tlast <= 0;
        end
        else begin
            m_axis_tvalid <= (m_axis_tready) ? s_axis_tvalid : m_axis_tvalid;
            m_axis_tdata <= (m_axis_tready) ? s_axis_tdata : m_axis_tdata;
            m_axis_tkeep <= (m_axis_tready) ? s_axis_tkeep : m_axis_tkeep;
            m_axis_tuser <= (m_axis_tready) ? s_axis_tuser : m_axis_tuser;
            m_axis_tlast <= (m_axis_tready) ? s_axis_tlast : m_axis_tlast;
        end
    end
endmodule  
==> flow/run.sh <==
#!/bin/bash
# OpenROAD 26Q1-2900-gdf79404cd8, Yosys 0.63+post, stock flow scripts
make -C /OpenROAD-flow-scripts/flow DESIGN_CONFIG=/design/flow/config.mk WORK_HOME=/design/flow/orfs finish
==> flow/config.mk <==
export PLATFORM = sky130hd
export DESIGN_NAME = axi_stream_pipeline
export DESIGN_NICKNAME = axi_stream_pipeline
export VERILOG_FILES = /design/flow/design.v
export SDC_FILE = /design/flow/constraint.sdc
export NUM_CORES = 4
export LEC_CHECK = 1
export CORE_AREA = 10 10 348 348
export DIE_AREA = 0 0 358 358
==> flow/constraint.sdc <==
current_design axi_stream_pipeline

set clk_period 1.0
set clk_io_pct 0.2

create_clock -name clk0 -period $clk_period [get_ports {axis_aclk}]

set non_clock_inputs [all_inputs -no_clocks]
set_input_delay [expr $clk_period * $clk_io_pct] -clock clk0 $non_clock_inputs
set_output_delay [expr $clk_period * $clk_io_pct] -clock clk0 [all_outputs]
==> GITHUB_STEP_SUMMARY <==
## Synthesis and layout report

| Metric | Value |
|---|---|
| Largest area contributor in the netlist | `dfxtp_1` |
| Yosys cell types | `8` |
| Nature of the critical path startpoint | `flop` |
| Post-DP HPWL | `between 50 and 60 mm` |
| Synth Cell Area | `approximately 16000 µm²` |
| Post-Synthesis Cells | `around 1.3k` |
| Tot Pwr | `between 40000 and 50000 µW` |
| Total stage count of the critical path | `1` |
| Wire per inst | `roughly 19 µm` |
| TritonCTS clock tree | `yes` |
| Antenna violations before repair | `18` |
| Grt ovf | `0` |
| Final setup viols | `between 400 and 500` |
| Reg2reg setup slack | `~140 ps` |
| Core area | `about 110000 µm²` |
| Part of the power in registers | `0.404` |
| Area post-placement | `26700 µm²` |
| Clock buffer count from CTS | `53` |
| Crit path required time | `about 800 ps` |
| Part of the power in the clock network | `0.457` |
| Area grow syn2layout | `80.0%` |
| Vias in the first global route | `around 13k` |
| CP Max Fanout | `2` |
| # IOs | `about 840` |
| Register share after synthesis | `0.532` |
| Unrepaired setup endpoints after global routing | `true` |
| Via count | `roughly 13k` |
| Power density over the cells | `1610 nW/µm²` |
| Fin crit share | `1.33` |
| Final Non-Filler Cells | `just under 4k` |
| Chip Area, Yosys | `about 16000 µm²` |
| PortBufs | `~840` |
| Async S/R FF share, synth | `0` |
| Post-synth top cells | `418 x dfxtp_1, 418 x mux2i_1, 418 x nor2b_1` |
| Hold WC Path Type | `input port to flop` |
| Clk ins delay skew pair | `610 ps` |
| Syn. warnings | `1` |
| Initial DRT Pass Iterations | `4` |
| DIE AREA | `128000 µm²` |
| Hold path start | `axis_resetn` |
| Die height | `around 360 µm` |
| Worst r2r src | `m_axis_tdata[3]$_SDFFE_PN0P_` |
| Die width | `approximately 360 µm` |
| Critical setup path kind | `flop to primary output` |
| Crit end category | `primary output` |
| Ys flop type | `dfxtp_1` |
| Post-layout util | `0.250` |
| Routed wire length | `74.6 mm` |
| Top cells by area | `dfxtp_1 53%, mux2i_1 27%, nor2b_1 17%` |
| Pre-Place Util | `0.139` |
| H-tree levels | `2` |
| Root buffer cell | `clkbuf_16` |
| Worst-margin pin slew | `about 400 ps` |
| CP bufs+invs | `1` |
| Slew Limit Fails | `0` |
| # Cells Yosys | `~1.3k` |
| Final worst slack | `-331 ps` |
| Vias/cell | `approximately 3.3` |
| Synth Register Bits | `418` |
| GP Congestion | `0.859` |
| Pint | `approximately 35000 µW` |
| Iteration-0 DRC Markers | `481` |
| Setup TNS | `-103010 ps` |
| Gr usage total | `0.112` |
| Worst-path clk slew | `approximately 60 ps` |
| VDD IR max | `0.00129 V` |
| P_sw | `between 10000 and 15000 µW` |
| Sw frac | `0.236` |
| Cell family with most CP delay | `flip-flops` |
| Std cell rows | `123` |
| Critical Path AT | `approximately 1100 ps` |
| Worst r2r path cells | `4` |
| Gate power share | `0.139` |
| FMAX | `around 750 MHz` |
| Max-slew headroom | `0.729` |
| Count of library flops with an enable pin | `0` |
| Failing checks | `setup timing` |
| DR DRC count | `0` |
| Slowest CP cell | `dfxtp_4` |
| Largest net degree at the start of global routing | `around 96` |
| LEAKAGE | `between 0.01 and 0.015 µW` |
| CTS sink cnt | `around 420` |
| Placed cell count | `between 3k and 4k` |
| Avg Cell Area, Syn | `between 10 and 15 µm²` |
| Post-route cell area | `roughly 28000 µm²` |
| Fin crit period | `about 1300 ps` |
| DRT antenna net count | `0` |
| Min-Delay Endpoint | `m_axis_tuser[52]$_SDFFE_PN0P_` |
| WHS Path Cells | `3` |
| Number of OpenROAD warnings | `28` |
| Max-area cell share | `0.532` |
| Setup Skew | `0 ps` |
| CTS Buffer Depth | `3` |
| R2r endpoint | `m_axis_tdata[3]$_SDFFE_PN0P_` |
| Share of cells above drive strength 1 | `0.462` |
| Status | `finished, violations left` |
| Global-route wire length before repair | `102 mm` |
| CP cell instances | `buf_6` |
| Worst stage delay on the critical path | `about 400 ps` |
| Final hold violation count | `0` |
| Max-Cap Viols | `0` |
[worst reg2reg max path: stages (launching register included)]
cell     delay [ps]
dfxtp_2         320
buf_4           130
buf_4           120
mux2i_1         130
nor2b_1          60
[worst max path at each step]
stage | start | end | slack [ps]
4_1_cts | m_axis_tuser[104]$_SDFFE_PN0P_ | m_axis_tuser[104] | -390
5_1_grt | m_axis_tuser[104]$_SDFFE_PN0P_ | m_axis_tuser[104] | -380
6_report | m_axis_tuser[85]$_SDFFE_PN0P_ | m_axis_tuser[85] | -330
[repair_timing]
| item | 4_1_cts | 5_1_grt |
|---|---|---|
| hold buffers | 1 | 0 |
| hold endpoints to repair | 5 | 0 |
| resized | 2040 | 32 |
| setup endpoints to repair | 419 | 418 |
| setup buffers | 17 | 10 |
[stage by stage]
| stage | setup slack, ps | hold WS [ps] |
|---|---|---|
| final | -331 | 121 |
| after floorplan | -28.2 | 369 |
| after global placement | -278 | 494 |
| after global routing | -380 | 108 |
| after CTS | -393 | 81.1 |
| after detailed placement | -295 | 501 |
[layout make-up]
| type | count | area [µm²] |
|---|---|---|
| clock inverters | 32 | 418 |
| flip-flops and latches | 418 | 8940 |
| clock buffers | 67 | 1480 |
| fillers | 12000 | 84700 |
| multi-input cells | 836 | 6800 |
| well taps | 1500 | 1880 |
| repair buffers | 992 | 8760 |
| diodes | 5 | 12.5 |
[sequential cells by signal, summed over array words and instances, names as in the netlist]
signal         cells
m_axis_tdata     256
m_axis_tkeep      32
m_axis_tlast       1
m_axis_tuser     128
m_axis_tvalid      1
[placed cells by master (no fill, tap or decap), types with 13 or more instances in the layout]
cell type | Yosys | final
clkdlybuf4s50_1 | 0 | 418
buf_4 | 41 | 126
dfxtp_2 | 0 | 399
clkinv_2 | 0 | 13
buf_6 | 2 | 154
clkbuf_16 | 0 | 55
mux2i_1 | 418 | 418
nor2b_1 | 418 | 418
buf_2 | 5 | 263
dfxtp_4 | 0 | 19
buf_12 | 0 | 26
[cells by family after synthesis]
family / after synthesis / synth area share
muxes: 418 / 0.266
buffers and inverters: 94 / 0.0350
and+or+nand+nor: 418 / 0.166
DFF: 418 / 0.532
[metal layers]
| metal | vias up | track usage | wire length [µm] | share of wire |
|---|---|---|---|---|
| li1 | 6395 | - | - | - |
| met1 | 5850 | 0.137 | 29600 | 0.40 |
| met2 | 520 | 0.182 | 35300 | 0.47 |
| met3 | 96 | 0.0521 | 8270 | 0.11 |
| met4 | 6 | 0.0185 | 1440 | 0.019 |
| met5 | - | 0 | 34 | 0.00046 |
[power groups by stage]
stage     registers (µW)  logic, µW  clock network (µW)
4_1_cts            18400       6400               21800
5_1_grt            18600       6940               22400
6_report           18400       6330               20900
Power figures rest on the tool's default switching activity, not on a simulated workload.
